--- design/flow/design.v ---
`timescale 1ns/1ps
module simple16_alu(
    input  [3:0]  op,
    input  [15:0] a, b,
    output reg [15:0] y,
    output        z
);
    always @* begin
        case (op)
            4'h0: y = a + b;     
            4'h1: y = a - b;     
            4'h2: y = a & b;     
            4'h3: y = a | b;     
            4'h4: y = a ^ b;     
            default: y = 16'h0000;
        endcase
    end
    assign z = (y == 16'h0000);
endmodule
module simple16_regfile(
    input         clk,
    input         we,
    input  [2:0]  raddr1, raddr2,
    input  [2:0]  waddr,
    input  [15:0] wdata,
    output [15:0] rdata1, rdata2
);
    reg [15:0] regs[7:0];
    integer i;
    initial begin
        for (i=0;i<8;i=i+1) regs[i]=16'h0000;
    end
    assign rdata1 = (raddr1==3'd0) ? 16'h0000 : regs[raddr1];
    assign rdata2 = (raddr2==3'd0) ? 16'h0000 : regs[raddr2];
    always @(posedge clk) begin
        if (we && waddr!=3'd0)
            regs[waddr] <= wdata;
    end
endmodule
module simple16_imem(
    input  [15:0] addr,      
    output [15:0] instr
);
    reg [15:0] rom [0:255];
    integer k;
    initial begin
        for (k=0;k<256;k=k+1) rom[k]=16'h0000;
        rom[16'd0] = {4'hB, 3'd1, 3'd0, 6'd0};     
        rom[16'd1] = {4'h5, 3'd1, 3'd1, 6'd16};    
        rom[16'd2] = {4'h5, 3'd2, 3'd0, 6'd5};     
        rom[16'd3] = {4'h6, 3'd3, 3'd1, 6'sd0};    
        rom[16'd4] = {4'h0, 3'd3, 3'd3, 3'd2, 3'b000};  
        rom[16'd5] = {4'h7, 3'd3, 3'd1, 6'sd0};    
        rom[16'd6] = {4'h5, 3'd4, 3'd0, 6'd50};    
        rom[16'd7] = {4'h1, 3'd5, 3'd3, 3'd4, 3'b000};  
        rom[16'd8] = {4'hA, 3'd5, 3'd0, 6'sd6};      
        rom[16'd9] = {4'h9, 12'd12};                
        rom[16'd10]= 16'h0000;
        rom[16'd11]= 16'h0000;
        rom[16'd12]= 16'h0000;  
    end
    assign instr = rom[addr[7:0]];  
endmodule
module simple16_dmem(
    input         clk,
    input         we,
    input  [15:0] addr,      
    input  [15:0] wdata,
    output [15:0] rdata
);
    reg [15:0] ram [0:255];
    integer i;
    initial begin
        for (i=0;i<256;i=i+1) ram[i]=16'h0000;
        ram[16'h0010] = 16'h0000;  
    end
    assign rdata = ram[addr[7:0]];  
    always @(posedge clk) if (we) ram[addr[7:0]] <= wdata;
endmodule
module simple16_cpu(
    input         clk,
    input         rst_n,
    output [15:0] obs_pc,
    output [15:0] obs_alu_y,
    output        obs_reg_we,
    output [2:0]  obs_reg_waddr,
    output [15:0] obs_reg_wdata
);
    reg  [15:0] pc;
    wire [15:0] instr;
    wire [3:0]  op  = instr[15:12];
    wire [2:0]  rd  = instr[11:9];
    wire [2:0]  rs  = instr[8:6];
    wire [2:0]  rt  = instr[5:3];
    wire [5:0]  imm6 = instr[5:0];
    wire signed [15:0] simm6 = {{10{imm6[5]}}, imm6};
    wire [15:0] rs_val, rt_val;
    reg         reg_we;
    reg  [2:0]  reg_waddr;
    reg  [15:0] reg_wdata;
    simple16_regfile RF(
        .clk(clk),
        .we(reg_we),
        .raddr1(rs),
        .raddr2(rt),
        .waddr(reg_waddr),
        .wdata(reg_wdata),
        .rdata1(rs_val),
        .rdata2(rt_val)
    );
    wire [15:0] alu_b_mux = (op==4'h5) ? simm6 : rt_val;  
    wire [15:0] alu_y;
    wire        alu_z;
    simple16_alu ALU(.op(op), .a(rs_val), .b(alu_b_mux), .y(alu_y), .z(alu_z));
    wire [15:0] dmem_rdata;
    reg         dmem_we;
    reg  [15:0] dmem_addr;
    reg  [15:0] dmem_wdata;
    simple16_imem IMEM(.addr(pc), .instr(instr));
    simple16_dmem DMEM(.clk(clk), .we(dmem_we), .addr(dmem_addr), .wdata(dmem_wdata), .rdata(dmem_rdata));
    reg [15:0] pc_next;
    always @* begin
        reg_we     = 1'b0;
        reg_waddr  = 3'd0;
        reg_wdata  = 16'h0000;
        dmem_we    = 1'b0;
        dmem_addr  = 16'h0000;
        dmem_wdata = 16'h0000;
        pc_next    = pc + 16'd1;
        case (op)
            4'h0,4'h1,4'h2,4'h3,4'h4: begin
                reg_we    = 1'b1;
                reg_waddr = rd;
                reg_wdata = alu_y;
            end
            4'h5: begin
                reg_we    = 1'b1;
                reg_waddr = rd;
                reg_wdata = alu_y;
            end
            4'h6: begin
                reg_we    = 1'b1;
                reg_waddr = rd;
                dmem_addr = rs_val + simm6;
                reg_wdata = dmem_rdata;
            end
            4'h7: begin
                dmem_we    = 1'b1;
                dmem_addr  = rs_val + simm6;
                dmem_wdata = rt_val;  
            end
            4'h8: begin
                if (rs_val == rt_val) pc_next = pc + simm6;
            end
            4'h9: begin
                pc_next = {4'b0000, instr[11:0]};
            end
            4'hA: begin
                if (rs_val != rt_val) pc_next = pc + simm6;
            end
            4'hB: begin
                reg_we    = 1'b1;
                reg_waddr = rd;
                reg_wdata = {imm6, 10'b0};
            end
            default: begin
            end
        endcase
    end
    always @(posedge clk or negedge rst_n) begin
        if (!rst_n) pc <= 16'h0000;
        else        pc <= pc_next;
    end
    assign obs_pc        = pc;
    assign obs_alu_y     = alu_y;
    assign obs_reg_we    = reg_we;
    assign obs_reg_waddr = reg_waddr;
    assign obs_reg_wdata = reg_wdata;
endmodule
--- design/flow/run.sh ---
#!/bin/bash
# OpenROAD 26Q1-2900-gdf79404cd8, Yosys 0.63+post, stock flow scripts
make -C /OpenROAD-flow-scripts/flow DESIGN_CONFIG=/design/flow/config.mk WORK_HOME=/design/flow/orfs finish
--- design/flow/config.mk ---
export PLATFORM = sky130hd
export DESIGN_NAME = simple16_cpu
export DESIGN_NICKNAME = simple16_cpu
export VERILOG_FILES = /design/flow/design.v
export SDC_FILE = /design/flow/constraint.sdc
export NUM_CORES = 4
export LEC_CHECK = 1
export CORE_UTILIZATION = 50
export SYNTH_MEMORY_MAX_BITS = 65536
--- design/flow/constraint.sdc ---
current_design simple16_cpu

set clk_period 35.0
set clk_io_pct 0.2

create_clock -name clk0 -period $clk_period [get_ports {clk}]

set non_clock_inputs [all_inputs -no_clocks]
set_input_delay [expr $clk_period * $clk_io_pct] -clock clk0 $non_clock_inputs
set_output_delay [expr $clk_period * $clk_io_pct] -clock clk0 [all_outputs]
==> notes.md <==
Results of the full flow below.

Synthesis:
- By area the synthesized netlist is led by edfxtp_1 79%, o22ai_1 5.8%, nor2_1 5.2%.
- The run gives the yosys-reported design area after synthesis as 160000 um2.
- Counting the warning lines in the Yosys log gives 5.
- The run puts the post-synthesis sequential element count at 4199.
- The run gives the share of synthesized area occupied by flip-flops and latches as 0.789.
- The run puts the number of distinct library cell variants in the gate-level netlist after synthesis at 86.
- A synthesized cell averages 14.9 um2.
- The run puts the share of the synthesized area in the top cell type at 0.787.
- The run gives the number of cells produced by synthesis as 10.7k.
- For this run, the leading register cell type out of synthesis is edfxtp_1.
- The number of cells reported by Yosys stat comes to 10.7k.
- The run gives the largest area contributor in the synthesized netlist as edfxtp_1.
- The run puts the number of synthesized flops with an enable pin at 4183.
- Counting flops with an async set or reset pin after synthesis yields a share of 0.00381.
- The run puts the mapped cell area at 160000 um2.

CTS:
- Once the clock tree was built, the setup fixing pass inserted 0 buffers.
- The run gives the cts-stage hold buffer count as 0.
- The run gives the TritonCTS clock tree as yes.
- The run puts the number of levels in the clock H-tree at 5.
- In this run the deepest clock path goes through 4 buffers.
- The run puts the count of clock tree sinks at 4199.
- The timing report gives the clock slew at the launch and capture registers of the worst setup and hold paths as 0.07 ns.
- The run puts the total CTS buffers at 419.
- The run puts the clock latency on the worst-skew pair at 0.99 ns.
- The run gives the clock root buffer master as clkbuf_16.
- Post-CTS repair changed the size of 0 cells.

Global route:
- The run gives the wire length of the first global-routing pass as 717000 um.
- The run puts the remaining global-route overflow at 0.
- The run puts the maximum number of pins on one net before global-route repair at 121.
- The run puts the initial antenna violation count at 24.
- The global routing report lists combined usage of all routing layers as 0.352.
- The via count of the first global-routing pass was 102k.

Floorplanning:
- The run puts the overall die height at 567 um.
- Pin placement for this block handled 54 I/O pins.
- In this run the standard cell core region covers 318000 um2.
- The run gives the horizontal extent of the die as 567 um.
- According to the floorplan log, the row count is 207.
- The run gives the core utilization at floorplan as 0.502.
- The run puts the overall die area at 322000 um2.

Setup path:
- The critical path contains buffers and inverters numbering 12 combined.
- Tracing the worst setup path back leads to its startpoint at pc[0].
- The critical path in this run is classified as flip-flop to output port.
- Data on the critical path is required at its endpoint by 28.00 ns.
- The run gives the data arrival at the endpoint of the critical path as 12.05 ns.
- Per STA, the worst path accumulates the most delay in the family buffers and inverters.
- The worst setup path is captured at an output port.
- Looking at the critical path, the single cell with the biggest stage delay is fa_1.
- The run gives the library cell appearing most often on the critical path as buf_4.
- The run gives the startpoint kind of the worst setup timing path as a flip-flop.
- The run puts the worst-path maximum fanout at 51.
- The run puts the highest cell delay on the worst timing path at 0.68 ns.
- For the worst reg-to-reg path, the startpoint reported by OpenROAD is pc[0].

Final timing:
- The run gives the highest achievable clock rate as 52.5 MHz.
- The run puts the number of setup violations in the final report at 0.
- The run puts the final-report max-slew violation count at 0.
- The run puts the remaining max-slew budget at the tightest pin at 0.0389.
- Setup repair after global routing left no endpoint under its margin.
- The run gives the transition time at the pin with the least slew margin as 1.44 ns.
- The run gives the sum of negative setup slack as 0 ns.
- The run gives the final cycle utilization of the critical path as 0.544.
- In the post-route analysis, the smallest setup slack over all paths is 15.95 ns.
- Counting I/O delays and the setup requirement, the final critical path takes 19.05 ns.
- The run gives the number of hold violations in the final report as 0.
- The run puts the clock skew after layout at 0.0413 ns.

Hold path:
- The run gives the origin of the worst min-delay path as pc[10].
- Note that the worst hold path type here is flip-flop to flip-flop.

Job:
- The run puts the number of max-cap violations at 0.
- The run puts the OpenROAD warning count at 59.

Outcome:
- The flow ran to the end, and the final reports show no timing, DRC or antenna violations.

Place:
- At the end of routability-driven placement, the weighted congestion stood at 0.953.
- The run puts the number of port buffers at 53.
- The run puts the post-detailed-placement half-perimeter wirelength at 297000 um.
- The run gives the setup slack after placement as 16.77 ns.

Power:
- The run puts the total design power at 9.69 mW.
- The run gives the worst supply voltage drop on vdd as 42.7 uV.
- Summed over all cells, the static leakage comes to 47.5 nW.
- The run puts the power density over the cells at 53.4 nW/um2.

Drt:
- The run gives the via count as 98.5k.
- The first TritonRoute pass finished after 6 iterations.
- The run gives the via density per instance as 6.25.
- The run gives the count of routing violations after the opening detailed-route iteration as 7506.
- The run gives the residual antenna-violating net count after detailed routing as 0.
- The run puts the remaining design rule violation count at 0.
- The run gives the final routed wire length divided by cell count as 32.1 um.
- The detailed router reported a total wirelength of 505000 um.

Final layout:
- The run puts the area added between synthesis and finish at 13.6%.
- The run puts the share of layout cells above drive strength 1 at 0.118.
[final timing paths]
kind,slack (ns),endpoint,depth (start not counted)
hold reg to reg,0.69,pc[10],2
min in group asynchronous,6.38,pc[15],2
setup reg to reg,24.28,RF.regs[4][4],28
setup / recovery,15.95,obs_reg_wdata[4],29
hold / removal,0.69,pc[10],2
max in group asynchronous,28.42,pc[5],2
[cell families (layout without fill, tap and decap cells)]
kind of cell / count (synthesis) / after routing / synth area share
AND/OR/NAND/NOR: 3063 / 3063 / 0.0796
buffers and inverters: 719 / 1544 / 0.0183
AND-OR/OR-AND: 2544 / 2544 / 0.0998
flip-flops: 4199 / 4199 / 0.789
XOR/XNOR: 80 / 80 / 0.00444
other: 1 / 41 / 0.0000235
multiplexers: 31 / 31 / 0.00199
adder cells (fa/ha/maj): 79 / 79 / 0.00633
[final cells by class]
type	instances	area [um2]
sequential	4199	126000
fill	23500	136000
tap	4180	5230
clock buffer	520	11000
antenna	35	87.6
clock inverter	241	1910
timing repair buffer	725	5730
inverter	58	218
multi-input combinational	5803	31200
[cell usage after synthesis, types with 25 or more instances]
library cell	n
nor3_1	543
clkbuf_1	383
o22ai_1	1482
edfxtp_1	4183
nor2_1	2193
nand4_1	41
buf_2	166
a221oi_1	221
xor2_1	26
a21oi_1	50
mux2i_1	25
xnor2_1	53
inv_1	57
o21ai_0	632
buf_1	107
nand3_1	40
nand2_1	133
ha_1	76
[power breakdown]
part	internal (mW)	switching (mW)	total [mW]
logic	0.000301	0.000752	0.00106
clock network	2.38	1.86	4.24
registers	5.44	0.0000639	5.44
total	7.83	1.86	9.69
[state kept, by name (all words and copies together) (netlist names)]
name / count
DMEM.ram: 4096
pc: 16
RF.regs: 87
[stage by stage]
| stage | area [um2] | std cells | utilization | hold WS [ns] |
|---|---|---|---|---|
| after floorplan | 160000 | 10700 | - | 0.591 |
| after global routing | 181000 | 15700 | 0.570 | 0.730 |
| after detailed placement | 168000 | 15000 | 0.530 | 0.667 |
| after global placement | 168000 | 15000 | 0.530 | 0.655 |
| final | 181000 | 15800 | 0.571 | 0.689 |
| after CTS | 181000 | 15700 | 0.570 | 0.688 |
[tightest hold or removal path, stage by stage, from the launching register on]
cell and delay (ns):
dfrtp_1 0.41, xor2_1 0.09, o221ai_1 0.15
[cells in the final DEF, fill, tap and decap left out, types with 57 or more instances in the layout]
master / count
o21ai_0: 631
clkinv_2: 76
nand2_1: 115
edfxtp_1: 4183
ha_1: 76
clkbuf_16: 424
inv_1: 57
o22ai_1: 1481
nor3_1: 534
nor2_1: 2138
buf_4: 657
clkinv_1: 111
clkbuf_1: 96
a221oi_1: 214
[metal layers]
layer	global-route usage	vias up	routed length [um]
met3	0.276	1069	92400
met4	0.140	52	26600
met5	0.0415	-	1800
met1	0.428	47600	158000
met2	0.482	6874	226000
li1	-	42900	-
Power is estimated from default activity; no workload was simulated.
